==> flow/design.v <==
module ntsc( 
	input wire			ntscClock	 ,
	input wire 			left_n		 ,
	input wire 			right_n		 ,
	input wire 			up_n		 ,
	input wire			down_n		 ,
	output reg [3:0]	video		 ,
	output reg [3:0] 	state		 
);
	reg [4:0] xpos;
	reg [4:0] ypos;
	reg [7:0] x;
	reg [8:0] y;
	parameter HSYNC_FRONT 		= 4'b0001;
	parameter HSYNC_TIP 		= 4'b0010;
	parameter HSYNC_BACK 		= 4'b0011;
	parameter ACTIVE_VIDEO 		= 4'b0101;
	parameter PRE_VSYNC_FRONT	= 4'b0110;
	parameter PRE_VSYNC_TIP 	= 4'b0111;
	parameter PRE_VSYNC_BLANK 	= 4'b1000;
	parameter VSYNC_FRONT 		= 4'b1001;
	parameter VSYNC_TIP 		= 4'b1010;
	parameter VSYNC_BACK 		= 4'b1011;
	parameter POST_VSYNC_FRONT 	= 4'b1100;
	parameter POST_VSYNC_TIP 	= 4'b1101;
	parameter POST_VSYNC_BLANK 	= 4'b1110;
	parameter VIDEO_ZERO		= 4'b0000;
	parameter VIDEO_BLANKING	= 4'b0010;
	parameter VIDEO_BLACK		= 4'b0011;
	parameter VIDEO_GREY		= 4'b0110;
	parameter VIDEO_WHITE		= 4'b1010;
	always @(posedge ntscClock)
		begin
			x = x + 1;
			if (x == 224) 
				begin
					x = 0;				
					y = y + 1;
					if (y == 262) 
						y = 0;
				end
			case(state)
				HSYNC_FRONT:		begin
										video <= VIDEO_BLANKING;
										if (x == 3'd5) state = HSYNC_TIP;
									end
				HSYNC_TIP:			begin
										video <= VIDEO_ZERO;
										if (x == 5'd22) state = HSYNC_BACK;
									end
				HSYNC_BACK:			begin
										video <= VIDEO_BLANKING;
										if (x == 6'd39) state = ACTIVE_VIDEO;
									end
				ACTIVE_VIDEO:		begin
										if (x == 0)
											begin
												if (y == 8'd244)
													state = PRE_VSYNC_FRONT;
												else
													state = HSYNC_FRONT;
											end
										else
											if (x[6:2] == xpos & y[6:3] == ypos[4:1])
												video <= VIDEO_WHITE;
											else
												video <= VIDEO_GREY;
									end
				PRE_VSYNC_FRONT:	begin
										video <= VIDEO_BLANKING;
										if (x == 3'd5) state = PRE_VSYNC_TIP;			
									end
				PRE_VSYNC_TIP:		begin
										video <= VIDEO_ZERO;
										if (x == 5'd22) state = PRE_VSYNC_BLANK;
									end
				PRE_VSYNC_BLANK:	begin
										video <= VIDEO_BLANKING;
										if (x == 0)
											begin
												if (y == 8'd250)
													state = VSYNC_FRONT;
												else
													state = PRE_VSYNC_FRONT;
											end
									end
				VSYNC_FRONT:		begin
										video <= VIDEO_ZERO;
										if (x == 3'd5) state = VSYNC_TIP;
									end
				VSYNC_TIP:			begin
										video <= VIDEO_BLANKING;
										if (x == 5'd22) state = VSYNC_BACK;
									end
				VSYNC_BACK:			begin
										video <= VIDEO_ZERO;
										if (x == 0)
											begin
												if (y == 9'd256)
													state = POST_VSYNC_FRONT;
												else
													state = VSYNC_FRONT;
											end
									end
				POST_VSYNC_FRONT:	begin
										video <= VIDEO_BLANKING;
										if (x == 3'd5) state = POST_VSYNC_TIP;			
									end
				POST_VSYNC_TIP:		begin
										video <= VIDEO_ZERO;
										if (x == 5'd22) state = POST_VSYNC_BLANK;
									end
				POST_VSYNC_BLANK:	begin
										video <= VIDEO_BLANKING;
										if (x == 0)
											begin
												if (y == 0)
													state = HSYNC_FRONT;
												else
													state = POST_VSYNC_FRONT;
											end
									end
				default:			state = HSYNC_FRONT;
			endcase	
		end
	always @(posedge y[8])
		begin
			if (!right_n) 	xpos = xpos + 1;
			if (!left_n)  	xpos = xpos - 1;
			if (!down_n)	ypos = ypos + 1;
			if (!up_n)		ypos = ypos - 1;
		end
endmodule
==> flow/run.sh <==
#!/bin/bash
# OpenROAD 26Q1-2900-gdf79404cd8, Yosys 0.63+post, stock flow scripts
make -C /OpenROAD-flow-scripts/flow DESIGN_CONFIG=/design/flow/config.mk WORK_HOME=/design/flow/orfs finish
==> flow/config.mk <==
export PLATFORM = sky130hd
export DESIGN_NAME = ntsc
export DESIGN_NICKNAME = ntsc
export VERILOG_FILES = /design/flow/design.v
export SDC_FILE = /design/flow/constraint.sdc
export NUM_CORES = 4
export LEC_CHECK = 1
export CORE_UTILIZATION = 30
==> flow/constraint.sdc <==
current_design ntsc

set clk_period 3.8
set clk_io_pct 0.2

create_clock -name clk0 -period $clk_period [get_ports {ntscClock}]

set non_clock_inputs [all_inputs -no_clocks]
set_input_delay [expr $clk_period * $clk_io_pct] -clock clk0 $non_clock_inputs
set_output_delay [expr $clk_period * $clk_io_pct] -clock clk0 [all_outputs]
==> flow_summary.html <==
<!-- implementation run metrics -->
<table>
<tr><th>Metric</th><th>Value</th></tr>
<tr><th colspan="2">Outcome</th></tr>
<tr><td>Status</td><td>finished clean</td></tr>
<tr><th colspan="2">Synth</th></tr>
<tr><td>Chip Area, Yosys</td><td>0.00257 mm2</td></tr>
<tr><td>Proportion of register bits with asynchronous set or reset after synthesis</td><td>0%</td></tr>
<tr><td>Ys Warns</td><td>1</td></tr>
<tr><td>Mapped Area</td><td>0.00257 mm2</td></tr>
<tr><td>Post-synthesis cell count from yosys</td><td>303</td></tr>
<tr><td>#FFs+latches synth</td><td>34</td></tr>
<tr><td>Number of distinct library cells after synthesis</td><td>60</td></tr>
<tr><td>Most frequent cells after synthesis</td><td>sky130_fd_sc_hd__nor2_1, sky130_fd_sc_hd__dfxtp_1, sky130_fd_sc_hd__xnor2_1</td></tr>
<tr><td>Sequential fraction of the synthesis area</td><td>29.3%</td></tr>
<tr><td>Dominant cells by area after synthesis</td><td>sky130_fd_sc_hd__dfxtp_1, sky130_fd_sc_hd__edfxtp_1, sky130_fd_sc_hd__xnor2_1</td></tr>
<tr><td>Count of flip-flops with a built-in enable after synthesis</td><td>7</td></tr>
<tr><td>Synthesized area per cell</td><td>8.47 um2</td></tr>
<tr><td>Top cell area share</td><td>21.1%</td></tr>
<tr><td>Number of standard cells after synthesis</td><td>303</td></tr>
<tr><td>Predominant post-synthesis flop cell</td><td>sky130_fd_sc_hd__dfxtp_1</td></tr>
<tr><td>Cell type with the largest total area</td><td>sky130_fd_sc_hd__dfxtp_1</td></tr>
<tr><td>Most common cell in the synthesized netlist</td><td>sky130_fd_sc_hd__nor2_1</td></tr>
<tr><th colspan="2">Global route</th></tr>
<tr><td>First-pass GRT wire length</td><td>8570 um</td></tr>
<tr><td>Vias in the first global route</td><td>1,846</td></tr>
<tr><td>Overall fraction of global-route tracks in use</td><td>11.9%</td></tr>
<tr><td>Global-route congestion overflow total</td><td>0</td></tr>
<tr><td>Initial antenna violation count</td><td>0</td></tr>
<tr><td>Maximum number of pins on one net before global-route repair</td><td>21</td></tr>
<tr><th colspan="2">Floorplanning</th></tr>
<tr><td>Std-Cell Rows</td><td>33</td></tr>
<tr><td>Height of the chip</td><td>94.5 um</td></tr>
<tr><td>FP Core Util</td><td>31.1%</td></tr>
<tr><td>Core area</td><td>0.00826 mm2</td></tr>
<tr><td>Die ar.</td><td>0.00893 mm2</td></tr>
<tr><td>DIE WIDTH</td><td>94.5 um</td></tr>
<tr><td>Boundary Pins</td><td>13</td></tr>
<tr><th colspan="2">Finish</th></tr>
<tr><td>Flip-flop and latch area</td><td>751 um2</td></tr>
<tr><td>Area of the multi-input gates</td><td>0.00165 mm2</td></tr>
<tr><td>Area grow syn2layout</td><td>8.48%</td></tr>
<tr><td>Fillcell total</td><td>870</td></tr>
<tr><td>Proportion of layout cells with a drive suffix above 1</td><td>6.33%</td></tr>
<tr><td>Post-route core utilization</td><td>33.7%</td></tr>
<tr><td>Non-filler cells in the finished layout</td><td>405</td></tr>
<tr><th colspan="2">Critical path</th></tr>
<tr><td>Launching element of the worst setup path</td><td>y[0]</td></tr>
<tr><td>Kind of start point of the critical path</td><td>register</td></tr>
<tr><td>Endpoint arrival time on the critical path</td><td>3080 ps</td></tr>
<tr><td>Worst flop-to-flop path startpoint</td><td>y[0]</td></tr>
<tr><td>Buf+Inv Stages, Crit Path</td><td>0</td></tr>
<tr><td>Worst setup path category</td><td>reg -&gt; reg</td></tr>
<tr><td>Cell family contributing the most delay on the critical path</td><td>AND-OR/OR-AND gates</td></tr>
<tr><td>Critical path fanouts, max</td><td>12</td></tr>
<tr><td>Critical Path RT</td><td>3810 ps</td></tr>
<tr><td>Ordered list of cells on the worst path</td><td>ha_1 -&gt; nor2b_1 -&gt; a32oi_1 -&gt; a2111oi_4 -&gt; a22oi_1 -&gt; o22ai_1 -&gt; nor4b_2 -&gt; o31a_1 -&gt; o2111ai_1</td></tr>
<tr><td>Delay of the slowest cell on the worst path</td><td>440 ps</td></tr>
<tr><td>Kind of end point of the critical path</td><td>register</td></tr>
<tr><td>Critical-path top delay cell</td><td>sky130_fd_sc_hd__a2111oi_4</td></tr>
<tr><th colspan="2">Clocking</th></tr>
<tr><td>Insertion Delay late pin</td><td>270 ps</td></tr>
<tr><td>Post-CTS Setup Bufs</td><td>0</td></tr>
<tr><td>Hold-fix buffer count after cts</td><td>0</td></tr>
<tr><td>CTS tree</td><td>yes</td></tr>
<tr><td>CTS buffer count</td><td>3</td></tr>
<tr><td>Root Buffer Master</td><td>sky130_fd_sc_hd__clkbuf_8</td></tr>
<tr><td>Number of levels in the clock H-tree</td><td>1</td></tr>
<tr><td>Number of cells upsized or downsized after cts</td><td>0</td></tr>
<tr><td>Clock transition time at the flip-flop clock pins of the worst setup and hold paths</td><td>90 ps</td></tr>
<tr><td>Deepest clock path buffer count</td><td>2</td></tr>
<tr><th colspan="2">Power</th></tr>
<tr><td>Leakage power figure</td><td>0.967 nW</td></tr>
<tr><td>PwrDens</td><td>184 mW/mm2</td></tr>
<tr><td>VDD IR-drop max</td><td>0.189 mV</td></tr>
<tr><td>Post-layout power</td><td>0.512 mW</td></tr>
<tr><th colspan="2">STA</th></tr>
<tr><td>Number of register pins that no clock reaches</td><td>10</td></tr>
<tr><td>Worst rel slew slack</td><td>59.6%</td></tr>
<tr><td>Summed negative setup slack over all endpoints</td><td>0 ps</td></tr>
<tr><td>Unrepaired setup endpoints after global routing</td><td>false</td></tr>
<tr><td>Final slew viol count</td><td>0</td></tr>
<tr><td>Share of the clock period used by the worst path after layout</td><td>80.9%</td></tr>
<tr><td>Final-report setup violation count</td><td>0</td></tr>
<tr><td>Fmax</td><td>325 MHz</td></tr>
<tr><td>Tightest Pin Transition</td><td>607 ps</td></tr>
<tr><td>Final period demand of the worst path</td><td>3070 ps</td></tr>
<tr><td>Number of unconstrained endpoints</td><td>10</td></tr>
<tr><td>Count of final hold-check violations</td><td>0</td></tr>
<tr><td>Worst Clk Skew</td><td>1.77 ps</td></tr>
<tr><td>Worst-case hold slack</td><td>598 ps</td></tr>
<tr><th colspan="2">Placed design</th></tr>
<tr><td>HPWL reported at the end of detailed placement</td><td>3630 um</td></tr>
<tr><td>Port Buf Inserts</td><td>11</td></tr>
<tr><td>Final estimated routing congestion in global placement</td><td>0.852</td></tr>
<tr><td>Number of instances in the placed design</td><td>401</td></tr>
<tr><th colspan="2">Detailed routing</th></tr>
<tr><td>Average detailed-routed wire length per instance</td><td>12.3 um</td></tr>
<tr><td>Remaining antenna violation count after routing</td><td>0</td></tr>
<tr><td>Number of design-rule violations left by the first detailed-router iteration</td><td>117</td></tr>
<tr><td>Final antenna diode count</td><td>0</td></tr>
<tr><td>Count of vias placed by the detailed router</td><td>2,042</td></tr>
<tr><td>DRC violation count after routing</td><td>0</td></tr>
<tr><td>Mean number of vias per cell</td><td>5.04</td></tr>
<tr><td>Total Wirelength</td><td>4970 um</td></tr>
<tr><td>Drt pass-1 iters</td><td>4</td></tr>
<tr><th colspan="2">Min path</th></tr>
<tr><td>Worst Hold Launch</td><td>y[7]</td></tr>
<tr><td>Worst min path class</td><td>reg -&gt; reg</td></tr>
<tr><th colspan="2">Job</th></tr>
<tr><td>OpenROAD warning count</td><td>29</td></tr>
<tr><td>Max-capacitance violation count</td><td>0</td></tr>
</table>
## cell usage in the layout (no fill, tap or decap), types with 6 or more instances in the layout
master	instances
sky130_fd_sc_hd__edfxtp_1	7
sky130_fd_sc_hd__xnor2_1	23
sky130_fd_sc_hd__nor2_1	28
sky130_fd_sc_hd__a31oi_1	6
sky130_fd_sc_hd__nand4_1	8
sky130_fd_sc_hd__inv_1	15
sky130_fd_sc_hd__nor2b_1	8
sky130_fd_sc_hd__clkdlybuf4s50_1	11
sky130_fd_sc_hd__ha_1	10
sky130_fd_sc_hd__and3_1	6
sky130_fd_sc_hd__a21oi_1	6
sky130_fd_sc_hd__nand3_1	16
sky130_fd_sc_hd__nand2_1	22
sky130_fd_sc_hd__xor2_1	16
sky130_fd_sc_hd__mux2i_1	8
sky130_fd_sc_hd__dfxtp_1	27
## layer usage
metal | wire (um) | part of all wire, % | global-route usage [%]
met1 | 2560 | 51 | 18.3
met2 | 2240 | 45 | 18.9
met3 | 145 | 2.9 | 1.80
met4 | 23 | 0.46 | 0.884
met5 | 0 | 0 | 0
## sequential cells by signal (all words and copies together), names as in the netlist
signal and cells:
y 9, video 3, x 8, xpos 5
state 4, ypos 5
## logic make-up after synthesis
family,after synthesis,share of synthesized area (%)
AOI/OAI and AO/OA,53,16.7
and+or+nand+nor,120,24.9
adders and majority gates,11,5.27
muxes,8,3.12
buffers and inverters,36,6.48
DFF,34,29.3
xor gates and xnor gates,40,14.2
other,1,0.146
## path summary, 6_finish.rpt
check                                 to  slack [ps]  cells past startpoint
worst max-delay path            state[0]         730                      9
worst min-delay path                y[7]         600                      1
worst min register to register      y[7]         600                      1
worst max register to register  state[0]         730                      9
## power breakdown
group | internal, mW | switching, mW | leakage [nW]
Clock | 0.141 | 0.0910 | 0.0357
Sequential | 0.262 | 0 | 0.298
Combinational | 0.0103 | 0.00781 | 0.633
## cell type report
cell class              instances  area share (%)
well taps                     105            4.72
clock inverters                 1            1.08
repair buffers                 12            4.22
clock buffers                   3            1.48
flip-flops and latches         34            27.0
multi-input cells             233            59.2
inverters                      17            2.29
## per-stage QoR
stage	worst slack [ps]	cell area [um2]
2_1_floorplan	1160	2570
3_3_place_gp	786	2710
3_5_place_dp	770	2710
4_1_cts	759	2780
5_1_grt	430	2780
6_report	728	2780
## worst register-to-register path: cells and delay by family (launching register included)
| family | cells | cell delay, ps |
|---|---|---|
| simple gates | 2 | 690 |
| flops | 1 | 420 |
| compound gates | 6 | 1380 |
| fa+ha+maj | 1 | 320 |
Power figures rest on the tool's default switching activity, not on a simulated workload.

`/design/flow/design.v`:
```
module st_to_mem
# (
	parameter IN_WIDTH			= 32,
	parameter WRITE_WIDTH		= 256,
	parameter ADDRESS_WIDTH		= 32,
	parameter COUNT_WIDTH 		= 3
) (
	input		logic									clock,
	input    logic									reset,
	output	logic									in_ready,
	input		logic									in_valid,
	input		logic		[IN_WIDTH-1:0]			in_data,
	input		logic									in_sop,
	input		logic									in_eop,
	output	logic									out_write,
	output	logic		[ADDRESS_WIDTH-1:0]	out_address,
	input 	logic									out_waitrequest,
	output	logic		[WRITE_WIDTH-1:0]		out_writedata,
	input 	logic									csr_write,
	input		logic		[ADDRESS_WIDTH-1:0]	csr_writedata
);
	localparam SYMBOLS_PER_WRITE = WRITE_WIDTH / IN_WIDTH;
	logic 	[COUNT_WIDTH-1:0] 	count;
	logic 	[IN_WIDTH-1:0] 		out_buffer[SYMBOLS_PER_WRITE];
	logic 	[ADDRESS_WIDTH-1:0]	address_base;
	logic		[ADDRESS_WIDTH-1:0]	address_offset;
	logic 	[WRITE_WIDTH-1:0] 	mem_buffer;
	enum logic [1:0] { 
		IN_READY		= 2'b01,
		OUT_WRITE	= 2'b10
	} state, next_state;
	always_ff @(posedge clock, posedge reset)
		if (reset) begin
			address_base <= '0;
		end
		else begin
			if (csr_write) address_base <= csr_writedata;
		end
	always_comb begin
		next_state = state;
		unique case(state)
			IN_READY:	if (in_valid && 
									(count == SYMBOLS_PER_WRITE - 1 || in_eop)) 
									next_state = OUT_WRITE;
			OUT_WRITE: 	if (!out_waitrequest)	next_state = IN_READY;
			default:		next_state = IN_READY;
		endcase
	end	
	always_ff @(posedge clock, posedge reset)
		if (reset) begin
 			state				<= IN_READY;
			count 			<= '0;
			address_offset <= '0;
		end
		else begin
			unique case(state)
				IN_READY:	if (in_valid) begin
									out_buffer[count] <= in_data;
									if (count < SYMBOLS_PER_WRITE - 1)
										count <= count + 1;
									else begin
										count <= 0;
									end
								end
				OUT_WRITE:	if (next_state == IN_READY) begin
									address_offset <= address_offset + WRITE_WIDTH;
								end
			endcase			
			state	<= next_state;
		end
	always_comb begin
		integer i;
		for (i = 0; i < SYMBOLS_PER_WRITE; i = i + 1) begin
			mem_buffer[ ((i+1) * IN_WIDTH - 1) -: IN_WIDTH] = out_buffer[i];
		end
	end
	assign in_ready 		= (state == IN_READY);
	assign out_write 		= (state == OUT_WRITE);
	assign out_address 	= out_write ? (address_offset + address_base) : 'x;
	assign out_writedata	= out_write ? mem_buffer : 'x;
endmodule
```
`/design/flow/run.sh`:
```
#!/bin/bash
# OpenROAD 26Q1-2900-gdf79404cd8, Yosys 0.63+post, stock flow scripts
make -C /OpenROAD-flow-scripts/flow DESIGN_CONFIG=/design/flow/config.mk WORK_HOME=/design/flow/orfs finish
```
`/design/flow/config.mk`:
```
export PLATFORM = sky130hd
export DESIGN_NAME = st_to_mem
export DESIGN_NICKNAME = st_to_mem
export VERILOG_FILES = /design/flow/design.v
export SDC_FILE = /design/flow/constraint.sdc
export NUM_CORES = 4
export LEC_CHECK = 1
export CORE_UTILIZATION = 40
```
`/design/flow/constraint.sdc`:
```
current_design st_to_mem

set clk_period 11.5
set clk_io_pct 0.2

create_clock -name clk0 -period $clk_period [get_ports {clock}]

set non_clock_inputs [all_inputs -no_clocks]
set_input_delay [expr $clk_period * $clk_io_pct] -clock clk0 $non_clock_inputs
set_output_delay [expr $clk_period * $clk_io_pct] -clock clk0 [all_outputs]
```
==> metrics.json <==
{
  "timing": {
    "slew_at_the_pin_closest_to_its_max_slew_limit_ns": 0.707,
    "finalClockPeriodUsage_pct": 49.7,
    "layout_min_cycle_time_ns": 5.72,
    "hold_slack_ns": 0.491,
    "finalMaxSlewViolations": 0,
    "setup_viol": 0,
    "timing.fmax_mhz": 175,
    "final.setup_skew_ns": 0.0203,
    "max-slew-margin-rel_pct": 52.3,
    "tns_ns": 0,
    "timing.final.hold_violations": 0,
    "grt_setup_unrepaired": "no"
  },
  "setup_path": {
    "worstPathCellList": "ha_1 > inv_1 > fa_1 > nor2b_1 > o2111ai_1 > a21oi_1 > nor3_1 > o21ai_0 > xor2_1 > clkdlybuf4s50_1",
    "setup.worst_path.end_class": "primary output",
    "rr_startpoint": "count[0]",
    "timing.critical_path.from_type": "flip-flop",
    "worst-endpoint-required_ns": 9.20,
    "critical_path_arrival_ns": 3.42,
    "critical-path-max-stage-delay_ns": 0.51,
    "cp_startpoint": "address_offset[8]",
    "path_buffers": 2,
    "crit_path_max_fanout": 4,
    "cpLargestDelayFamily": "AND-OR/OR-AND gates",
    "critPathSlowestCell": "clkdlybuf4s50_1",
    "worstSetupPathType": "reg2out"
  },
  "clock_tree": {
    "clk_latency_ns": 0.52,
    "cts.repair_timing.setup_buffer_count": 0,
    "clock_tree_from_tritoncts": "built",
    "cts_hold_repair.buffers": 0,
    "clock_sink_count": 317,
    "cts_made_buffers": 35,
    "cts-htree-levels": 2,
    "cts-resized-gates": 0,
    "cts_root_buf": "clkbuf_16",
    "clkSlewWorstSetupHoldPaths_ns": 0.06,
    "clock_path_buffers": 3
  },
  "yosys": {
    "synth.ff_latch_count": 317,
    "yosys_cell_count": 643,
    "yosys-stat-area_sq_mm": 0.0116,
    "seq_area_frac_synth_pct": 79.4,
    "syn_area_per_cell_sq_um": 18.0,
    "post_synth_edffs": 256,
    "post_synth_instance_area_sq_mm": 0.0116,
    "yosys_most_used_dff": "edfxtp_1",
    "synthDistinctLibCells": 54,
    "synth.yosys.warnings": 2,
    "syn_inst": 643,
    "synthArstFlopShare_pct": 19.2
  },
  "floorplanning": {
    "die_area_sq_mm": 0.0297,
    "die-width_um": 172,
    "core_sq_mm": 0.0282,
    "io_pins": 361,
    "num_rows": 61,
    "core_util_floorplan_pct": 41.2,
    "die_h_um": 172
  },
  "flow_run": {
    "warning_count": 30,
    "max_cap_violations": 0
  },
  "power_and_ir_drop": {
    "p_total_mw": 2.50,
    "cellPowerDensity_mw_per_mm2": 148,
    "maximum_ir_drop_on_the_vdd_rail_mv": 0.109,
    "power.leakage_nw": 6.13
  },
  "global_routing": {
    "gr-total-overflow": 0,
    "antenna_found_initial": 0,
    "grtUsageTotal_pct": 22.2,
    "grt_first_pass_wirelength_um": 43700,
    "first_global_vias": 6590,
    "grt_max_degree": 34
  },
  "routing": {
    "n_antenna_cell": 0,
    "detail-route-antenna-nets": 0,
    "wl_cell_um": 21.6,
    "drt_iter0_markers": 405,
    "avgViaCountPerCell": 4.84,
    "via_count": 6952,
    "post-route-drc-count": 0,
    "drt_pass1_iterations": 6,
    "detail_route.wirelength_um": 31000
  },
  "finish": {
    "logic_area_sq_mm": 0.00228,
    "area_growth_syn_to_layout_pct": 45.1,
    "sequential_standard_cell_area_sq_mm": 0.00922,
    "post-route-util_pct": 59.8,
    "fill_cells": 2065,
    "post_route_cells_drive_above_1_share_pct": 10.5
  },
  "worst_hold_path": {
    "worst_hold_startpoint": "address_offset[31]",
    "worst_hold_path_type": "reg2reg"
  },
  "status": {
    "run_status": "finished clean"
  },
  "placement": {
    "gp_routability_congestion": 0.884,
    "count_of_input_and_output_buffers": 359,
    "detailedPlacementHpwl_um": 22000
  }
}
cells in the mapped netlist (11+ instances only):
library cell / n / area, sq um
ha_1: 30 / 375
nor2_1: 23 / 86.3
nand3_1: 13 / 65.1
nand4_1: 11 / 68.8
dfrtp_1: 60 / 1500
edfxtp_1: 256 / 7690
nand2_1: 27 / 101
a21oi_1: 25 / 125
xor2_1: 15 / 131
xnor2_1: 29 / 254
o21ai_0: 16 / 80.1
mux2_2: 32 / 360
where the power goes:
group / switching, mW / internal [mW]
logic: 0.0524 / 0.0675
clock network: 0.441 / 0.677
registers: 0.00670 / 1.25
logic make-up after synthesis:
family / count (synthesis) / share of synthesized area (%)
adders and majority gates: 31 / 3.41
and+or+nand+nor: 116 / 5.28
DFF: 317 / 79.4
buffers and inverters: 27 / 1.18
xor gates and xnor gates: 44 / 3.32
AOI/OAI and AO/OA: 75 / 4.23
muxes: 33 / 3.19
layer usage:
metal | wire length [um] | track usage [%] | share of wire, % | up-vias
li1 | - | - | - | 3241
met4 | 498 | 3.46 | 1.6 | 0
met2 | 15200 | 34.5 | 49 | 336
met1 | 12000 | 32.6 | 39 | 3335
met5 | 0 | 0 | 0 | -
met3 | 3260 | 8.36 | 11 | 40
cell type report:
type | count | share of cell area, %
multi-input combinational | 299 | 13.6
clock buffer | 40 | 5.31
tap | 378 | 2.81
timing repair buffer | 370 | 21.8
inverter | 10 | 0.223
clock inverter | 22 | 1.55
sequential | 317 | 54.7
cell usage in the layout (no fill, tap or decap), types with 6 or more instances in the layout:
cell type / instances
ha_1: 30
o21ai_0: 16
clkinv_1: 6
mux2_2: 32
nand3_1: 13
clkdlybuf4s50_1: 359
dfrtp_1: 60
clkbuf_16: 35
nand4_1: 11
a21oi_1: 25
nand2_1: 27
nor2_1: 23
nor3_1: 7
a21o_1: 7
xnor2_1: 29
inv_1: 9
xor2_1: 15
and3_1: 10
edfxtp_1: 256
buf_4: 11
stage by stage:
stage               cells  area [sq um]  setup WS [ns]
detailed placement   1374         15700           6.33
CTS                  1436         16800           5.76
global placement     1374         15700           6.31
global route         1436         16800           5.51
finish               1436         16800           5.78
floorplan             643         11600           5.12
registers in the layout, indices dropped and copies added (netlist names):
name	flops
count	3
out_buffer	256
address_offset	24
address_base	32
state	2
path summary, 6_finish.rpt:
check                                     endpoint  slack [ns]  cells past startpoint
worst max-delay path               out_address[24]        5.78                     10
worst min-delay path            address_offset[31]        0.49                      1
worst max register to register  address_offset[31]        9.06                      8
worst min register to register  address_offset[31]        0.49                      1
max in group asynchronous         address_base[29]        8.19                      3
min in group asynchronous       address_offset[20]        2.43                      2
Power and IR drop assume default switching activity.
